**/design/flow/run.sh**
```bash
#!/bin/bash
# OpenROAD 26Q1-2900-gdf79404cd8, Yosys 0.63+post, stock flow scripts
make -C /OpenROAD-flow-scripts/flow DESIGN_CONFIG=/design/flow/config.mk WORK_HOME=/design/flow/orfs finish
```
**/design/flow/config.mk**
```make
export PLATFORM = sky130hd
export DESIGN_NAME = i2c_clk_divider
export DESIGN_NICKNAME = i2c_clk_divider
export VERILOG_FILES = /design/flow/design.v
export SDC_FILE = /design/flow/constraint.sdc
export NUM_CORES = 4
export LEC_CHECK = 1
export CORE_AREA = 10 10 70 70
export DIE_AREA = 0 0 80 80
```
**/design/flow/constraint.sdc**
```tcl
current_design i2c_clk_divider

set clk_period 2.4
set clk_io_pct 0.2

create_clock -name clk0 -period $clk_period [get_ports {ref_clk}]

set non_clock_inputs [all_inputs -no_clocks]
set_input_delay [expr $clk_period * $clk_io_pct] -clock clk0 $non_clock_inputs
set_output_delay [expr $clk_period * $clk_io_pct] -clock clk0 [all_outputs]
```
**/design/flow/design.v**
```verilog
`timescale 1ns/1ps
module i2c_clk_divider (
    input logic reset,
    input logic ref_clk,
    output logic i2c_clk
);
    parameter DELAY = 1000;
    logic [9:0] count;
    always @( posedge ref_clk ) begin 
        if(reset == 1) begin
            i2c_clk <= 0;
            count <= 0;
        end
        else begin
            if (count == (DELAY/2)) begin
                i2c_clk <= ~i2c_clk;
                count <= 0;
            end
            else begin
                count <= count + 1;
            end
        end
    end
endmodule
```
==> impl_metrics.csv <==
group,metric,value,unit
power_and_ir_drop,cellLeakagePower,0.2209,nW
drt,wl,815,µm
sta,fin_crit,1.557,ns
finish,finalInstanceArea,619.3,µm²
cts,ctsResizeCount,0,
setup_path,rrSetupSlack,0.95,ns
grt,track_usage,2.699,%
cts,numCtsBuffers,3,
setup_path,worstSetupPathType,"reg -> out",
logic_synthesis,syn_inst,58,
logic_synthesis,yosysChipArea,520.5,µm²
setup_path,slowest_stage,"clkdlybuf4s50_1",
sta,skew,0.006161,ns
finish,nFillCells,374,
floorplan,core_util_floorplan,15.24,%
finish,drive_gt1_share,12.70,%
place,place_hpwl,625.5,µm
finish,layout_top_cell,"nor2_1",
power_and_ir_drop,p_total,0.0003319,W
setup_path,critPathMaxStageDelay,0.47,ns
setup_path,worst-path-max-fanout,2,
finish,seqCellArea,220.2,µm²
grt,antenna_found_initial,0,
setup_path,endpoint_kind,"output port",
grt,grt_pass1_vias,373,
drt,drc_errors,0,
drt,via_per_inst,3.486,
setup_path,worst_r2r_path_depth,6,
drt,via_count,380,
drt,drtAntennaViolNets,0,
outcome,status,"completed",
power_and_ir_drop,powerDensity,535.9,nW/µm²
floorplan,ios,3,
grt,grt_start_max_net_pins,8,
drt,drt_pass1_iterations,4,
logic_synthesis,ys_seq_share,42.31,%
finish,final_cell_mix,"nor2_1, dfxtp_1, inv_1, xnor2_1, nand3_1",
logic_synthesis,yosysUniqueCellTypes,20,
cts,path_clk_slew,0.07,ns
logic_synthesis,synth_warnings,1,
setup_path,startpoint_type,"register",
cts,tritoncts,"yes",
drt,dr.first_iter.drc_count,27,
place,dpl_cell_area,593.1,µm²
sta,tightest_slew,0.3454,ns
sta,final-hold-violation-count,0,
setup_path,crit_start,"i2c_clk$_SDFFE_PP0N_",
grt,grt_pass1_wl,1380,µm
logic_synthesis,syn_area,520.5,µm²
sta,slew_violations,0,
floorplan,die-area,6400,µm²
sta,fmax,0.6424,GHz
power_and_ir_drop,vdd_ir_drop_max,0.00009656,V
finish,logic_area,276.5,µm²
cts,htreeDepth,1,
drt,n_antenna_cell,0,
floorplan,die_h,80,µm
flow_run,openroad.warnings,26,
logic_synthesis,syn-mean-instance-area,8.974,µm²
floorplan,core-area,3416,µm²
flow_run,maxCapViolations,0,
worst_hold_path,whs_path_depth,1,
setup_path,crit_arrival,1.08,ns
setup_path,critPathTopFamily,"buffers and inverters",
floorplan,fp.dieW,80,µm
sta,finalSetupTns,0,ns
cts,cts_hold_buffers,0,
finish,utilization,18.13,%
place,port_buffers,2,
logic_synthesis,numSynthFlops,11,
grt,grt.overflow.total,0,
cts,cts-root-buf,"clkbuf_4",
setup_path,crit_path_cell_trace,"clkdlybuf4s50_1",
cts,worstSkewPairLatency,0.26,ns
worst_hold_path,hold_start,"count[0]$_SDFF_PP0_",
sta,whs,0.4820,ns
place,gp_congestion,0.7603,
sta,fin_crit_sh,64.86,%
worst_hold_path,hold_path.class,"reg -> reg",
setup_path,regToRegStartpoint,"count[0]$_SDFF_PP0_",
cts,cts_setup_buffers,0,
cts,clockBufferDepth,2,
drt,wire_per_inst,7.477,µm
sta,rsz0062_at_grt,"no",
floorplan,num_rows,21,
sta,setup_violations,0,
setup_path,cp.required,1.92,ns
sta,maxSlewHeadroom,76.76,%
finish,syn_to_final_growth,18.99,%
worst_hold_path,hold_end,"count[0]$_SDFF_PP0_",
setup_path,reg2reg_to,"count[5]$_SDFF_PP0_",
cts,clock_sinks,11,
setup_path,cp_num_buf_inv,1,
logic_synthesis,ys_cells,58,
-- Yosys cell counts --
| library cell | instances | area share, % |
|---|---|---|
| o211a_1 | 1 | 1.9 |
| a31o_2 | 1 | 1.7 |
| buf_2 | 1 | 0.96 |
| xor2_1 | 2 | 3.4 |
| nand2b_1 | 1 | 1.2 |
| nor3_1 | 3 | 2.9 |
| dfxtp_1 | 11 | 42 |
| nand4_1 | 1 | 1.2 |
| a21oi_1 | 2 | 1.9 |
| xnor2_1 | 5 | 8.4 |
| nand2_1 | 1 | 0.72 |
| inv_1 | 5 | 3.6 |
| nand4_4 | 1 | 4.1 |
| nand3_1 | 4 | 3.8 |
| o21ai_4 | 1 | 3.1 |
| nand2_2 | 1 | 1.2 |
| ha_1 | 2 | 4.8 |
| or3_4 | 1 | 2.2 |
| nor2_1 | 13 | 9.4 |
| nor4_1 | 1 | 1.2 |
-- layer usage --
layer / part of all wire (%) / vias to the layer above / GRT usage [%]
met5: 0 / - / 0
met1: 48 / 171 / 2.763
met3: 12 / 2 / 2.386
met2: 38 / 6 / 4.093
met4: 1.2 / 0 / 0.5282
li1: - / 201 / -
-- cell families (layout without fill, tap and decap cells) --
logic type / after synthesis / after routing / share of synthesized area (%)
adders and majority gates: 2 / 2 / 4.807
and+or+nand+nor: 27 / 27 / 27.89
buffers and inverters: 6 / 11 / 4.567
xor gates and xnor gates: 7 / 7 / 11.78
AOI/OAI and AO/OA: 5 / 5 / 8.655
DFF: 11 / 11 / 42.31
-- power breakdown --
part	switching, W	leakage [nW]	internal (W)
clock	0.0000572	0.0150	0.0000642
sequential	0.00000528	0.0892	0.000187
combinational	0.0000105	0.117	0.00000789
-- through the flow --
stage | worst slack (ns) | std cells
final | 0.8433 | 109
after global routing | 0.8086 | 109
after CTS | 0.8236 | 109
after detailed placement | 0.9711 | 105
after global placement | 0.9751 | 105
after floorplan | 1.054 | 58
-- area by class of cell --
cell class                      count  share of cell area, %
Clock buffer                        4                  4.242
Timing Repair Buffer                2                  3.232
Inverter                            5                  3.030
Tap cell                           46                  9.293
Multi-Input combinational cell     41                  44.65
Sequential cell                    11                  35.56
-- flip-flops by register name (all words and copies together) (netlist names) --
name	cells
count	10
i2c_clk	1
-- worst max-delay path by stage --
stage	slack, ns	cells after the start	end
after CTS	0.82	1	i2c_clk
after global routing	0.81	1	i2c_clk
final	0.84	1	i2c_clk
Power is estimated from default activity; no workload was simulated.
